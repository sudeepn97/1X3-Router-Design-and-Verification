### config.mk
export PLATFORM = sky130hd
export DESIGN_NAME = router_fifo
export DESIGN_NICKNAME = router_fifo
export VERILOG_FILES = /design/flow/design.v
export SDC_FILE = /design/flow/constraint.sdc
export NUM_CORES = 4
export LEC_CHECK = 1
export CORE_UTILIZATION = 50
### constraint.sdc
current_design router_fifo

set clk_period 4.4
set clk_io_pct 0.2

create_clock -name clk0 -period $clk_period [get_ports {clock}]

set non_clock_inputs [all_inputs -no_clocks]
set_input_delay [expr $clk_period * $clk_io_pct] -clock clk0 $non_clock_inputs
set_output_delay [expr $clk_period * $clk_io_pct] -clock clk0 [all_outputs]
### design.v
module router_fifo(clock, resetn, write_enb, soft_reset, read_enb, data_in, lfd_state, empty, data_out, full);
	input clock, resetn, write_enb, soft_reset, read_enb, lfd_state;
	input [7:0]data_in;
	output reg [7:0]data_out;
	output full, empty;
	reg [4:0]wr_pt, rd_pt;
	reg [6:0]fifo_counter;
	reg [8:0]mem[15:0];
        reg lfd_temp;
	integer i;
	always@(posedge clock)
	begin
		if(~resetn)
			lfd_temp<=0;
		else
			lfd_temp<=lfd_state;
	end
	always@(posedge clock)
  	begin
    		if(~resetn)
     		begin
       			wr_pt<=1'b0;
     		end
    		else if((write_enb) && (~full)) 
      			wr_pt <= wr_pt+1;
    		else
       			wr_pt <= wr_pt;
  	end
	always@(posedge clock)
  	begin
    		if(~resetn)
      		begin
        		rd_pt<=1'b0;
      		end
    		else if((read_enb) && (~empty)) 
        		rd_pt <= rd_pt+1;
    		else
        		rd_pt <= rd_pt;
  	end
	always@(posedge clock)
	begin
		if(~resetn || soft_reset)
			fifo_counter <= 0;
		else if(!empty && read_enb)
			begin
				if(mem[rd_pt[3:0]][8] == 1'b1)
					fifo_counter <= mem[rd_pt[3:0]][7:2] + 1;	
				else if(fifo_counter != 0)
					fifo_counter <= fifo_counter - 1;			
			end
		else
			fifo_counter <= fifo_counter;
	end
	always@(posedge clock)
	begin
		if(!resetn)
			data_out <= 8'b0;
		else if(soft_reset)
			data_out <= 8'bz;
		else if(read_enb && !empty)
			data_out <= mem[rd_pt[3:0]][7:0];
                else if(fifo_counter==0)
                        data_out<=8'bz;
		else
			data_out<=data_out;
	end
	always@(posedge clock)
	begin
		if(!resetn || soft_reset)
			for(i=0;i<16;i=i+1)
			begin
				mem[i] <= 9'b0;
			end
		else if(write_enb && !full)
		begin
           		if(lfd_temp)
	           	begin
                 		mem[wr_pt[3:0]][8]<=1'b1;
                 		mem[wr_pt[3:0]][7:0]<=data_in;
	          	end
	   		else
	         	begin
                  		mem[wr_pt[3:0]][8]<=1'b0;
                  		mem[wr_pt[3:0]][7:0]<=data_in;
	          	end
         	end
	end
	assign full = (wr_pt == {~rd_pt[4],rd_pt[3:0]})?1'b1:1'b0;
	assign empty = (wr_pt == rd_pt)?1'b1:1'b0;
endmodule
### run.sh
#!/bin/bash
# OpenROAD 26Q1-2900-gdf79404cd8, Yosys 0.63+post, stock flow scripts
make -C /OpenROAD-flow-scripts/flow DESIGN_CONFIG=/design/flow/config.mk WORK_HOME=/design/flow/orfs finish
==> impl_metrics.env <==
# physical design summary
export IMPL_status="finished, final reports clean"
export IMPL_power_static_leakage_uw=0.003384
export IMPL_critPathBufInv=0
export IMPL_slowest_stage="sky130_fd_sc_hd__nor4_2"
export IMPL_cts_setup_buffers=0
export IMPL_post_route_antenna_net_violation_count=0
export IMPL_hold_slack_ns=0.4809
export IMPL_vdd_ir_drop_worst_mv=0.2702
export IMPL_cell_variety_after_synth=41
export IMPL_crit_arrival_ns=3.35
export IMPL_finalCritPeriodShare=0.7483
export IMPL_die_height_um=128.9
export IMPL_cpPeakStageDelay_ns=0.73
export IMPL_numClockSinks=174
export IMPL_groute_usage_overall=0.2543
export IMPL_design_die_area_sq_um=16610
export IMPL_globalRouteOverflowTotal=0
export IMPL_mean_instance_size_in_the_synthesized_netlist_sq_um=14.12
export IMPL_cellPowerDensity_nw_per_um2=420.4
export IMPL_layout_area_overhead_vs_synth_pct=13.56
export IMPL_cell_count_along_the_critical_path=6
export IMPL_period_needed_ns=3.292
export IMPL_vias_in_the_first_global_route=4804
export IMPL_ios=24
export IMPL_report_final_hold_viol_count=0
export IMPL_synth_yosys_num_cells=570
export IMPL_flops_latches_synth=174
export IMPL_r2r_start="wr_pt[2]$_SDFFE_PN0N_"
export IMPL_crit_path_end="mem[3][5]$_SDFFCE_PN0P_"
export IMPL_die_width_um=128.9
export IMPL_clk_transition_reported_paths_ns=0.06
export IMPL_clk_root_buffer_cell="sky130_fd_sc_hd__clkbuf_16"
export IMPL_regToRegEndpoint="mem[3][5]$_SDFFCE_PN0P_"
export IMPL_post_dp_hpwl_mm=11.95
export IMPL_worst_clock_skew_ns=0.008518
export IMPL_timing_critical_path_fanout_max=11
export IMPL_drc_errors=0
export IMPL_postSynth_asyncResetShare=0
export IMPL_totalWireLength_mm=17.54
export IMPL_yosysChipArea_sq_um=8049
export IMPL_grt_pass1_wl_mm=27.64
export IMPL_crit_path_end_kind="flop"
export IMPL_number_of_enable_type_register_cells_in_the_synthesized_netlist=144
export IMPL_rsz0062_at_grt="no"
export IMPL_ys_dominant_reg_cell="sky130_fd_sc_hd__edfxtp_1"
export IMPL_post_synth_instance_area_sq_um=8049
export IMPL_drive_above_1_share=0.1572
export IMPL_post_cts_resized_instances=0
export IMPL_drt_iter0_drc=345
export IMPL_ctsHoldBuffers=0
export IMPL_criticalPathCategory="flop to flop"
export IMPL_yosys_warnings=3
export IMPL_drtPass1Iterations=5
export IMPL_num_vias=4556
export IMPL_tritoncts="done"
export IMPL_setup_total_negative_slack_ns=0
export IMPL_netlist_instances=570
export IMPL_max_slew_margin=0.4281
export IMPL_core_area_sq_um=15770
export IMPL_timing_critical_path_from="wr_pt[2]$_SDFFE_PN0N_"
export IMPL_setup_viol_count_final=0
export IMPL_cts_max_path_buffers=2
export IMPL_grt_start_max_net_pins=23
export IMPL_fp_row_count=46
export IMPL_worstRegToRegCells=6
export IMPL_portBuffers=23
export IMPL_yosys_stat_seqShare=0.6118
export IMPL_worst_pin_slew_ns=0.8507
export IMPL_path_cells="xnor2_1 -> nand4_1 -> o21a_1 -> nand2_1 -> nor4_2 -> nand2b_1"
export IMPL_tritoncts_num_buffers=17
export IMPL_slew_viol_final=0
export IMPL_drv_cap=0
export IMPL_h_tree_level_count=4
export IMPL_grt_antenna_before_repair=1
export IMPL_detail_route_vias_per_cell=5.463
export IMPL_insertion_delay_ns=0.42
export IMPL_ff2ff_setup_slack_ns=1.11
export IMPL_core_util_floorplan=0.5104
export IMPL_critical_path_top_delay_family="simple AND/OR/NAND/NOR gates"
export IMPL_min_delay_path_class="flop to flop"
export IMPL_timing_fmax_mhz=303.7
export IMPL_gp_congestion=0.8317
export IMPL_critical_path_required_ns=4.46
export IMPL_wire_per_inst_um=21.03
export IMPL_warning_count=28
export IMPL_crit_path_start_kind="flop"
[worst register-to-register path: cells and delay by family (launching register included)]
family | cells | cell delay [ns]
DFF | 1 | 0.65
and+or+nand+nor | 4 | 1.78
AOI/OAI and AO/OA | 1 | 0.37
xor gates and xnor gates | 1 | 0.13
[worst min-delay path by stage]
stage	startpoint	endpoint	slack (ns)	depth (start not counted)
finish	fifo_counter[2]$_SDFFE_PP0P_	fifo_counter[2]$_SDFFE_PP0P_	0.48	2
global route	fifo_counter[2]$_SDFFE_PP0P_	fifo_counter[2]$_SDFFE_PP0P_	0.50	2
CTS	fifo_counter[2]$_SDFFE_PP0P_	fifo_counter[2]$_SDFFE_PP0P_	0.48	2
[state kept, by name, summed over array words and instances, names as in the netlist, named ones only]
register,cells
data_out,8
fifo_counter,7
mem,144
lfd_temp,1
wr_pt,5
rd_pt,5
[Yosys cell counts (10+ instances only)]
cell                       number  share of area
sky130_fd_sc_hd__nor2b_1       12         0.0093
sky130_fd_sc_hd__nor2_1        19         0.0089
sky130_fd_sc_hd__nand2_1       16         0.0075
sky130_fd_sc_hd__a22oi_1       10         0.0093
sky130_fd_sc_hd__and2_1       150           0.12
sky130_fd_sc_hd__edfxtp_1     144           0.54
sky130_fd_sc_hd__nor3_1        11         0.0068
sky130_fd_sc_hd__mux4_2        39           0.11
sky130_fd_sc_hd__clkbuf_1      19         0.0089
sky130_fd_sc_hd__xnor2_1       13          0.014
sky130_fd_sc_hd__mux2i_1       10          0.012
sky130_fd_sc_hd__dfxtp_1       30          0.075
sky130_fd_sc_hd__o21ai_0       16         0.0099
[report_power, final]
part	switching [uW]	internal, uW	total, uW
Clock	617	835	1450
Combinational	254	230	484
Sequential	50.1	1860	1910
[cells in the final DEF (no fill, tap or decap), types with 3 or more instances in the layout]
master | synthesis | routed
sky130_fd_sc_hd__mux2i_1 | 10 | 10
sky130_fd_sc_hd__clkdlybuf4s50_1 | 0 | 23
sky130_fd_sc_hd__inv_1 | 4 | 4
sky130_fd_sc_hd__nand3_1 | 4 | 4
sky130_fd_sc_hd__inv_6 | 0 | 3
sky130_fd_sc_hd__nand2_1 | 16 | 16
sky130_fd_sc_hd__nand2b_1 | 8 | 8
sky130_fd_sc_hd__nor2_1 | 19 | 19
sky130_fd_sc_hd__mux4_2 | 39 | 39
sky130_fd_sc_hd__nor2b_1 | 12 | 12
sky130_fd_sc_hd__xor2_1 | 4 | 4
sky130_fd_sc_hd__edfxtp_1 | 144 | 144
sky130_fd_sc_hd__a22oi_1 | 10 | 10
sky130_fd_sc_hd__a21oi_1 | 7 | 7
sky130_fd_sc_hd__nor3_1 | 11 | 11
sky130_fd_sc_hd__and2_1 | 150 | 150
sky130_fd_sc_hd__dfxtp_1 | 30 | 29
sky130_fd_sc_hd__o21ai_0 | 16 | 16
sky130_fd_sc_hd__o22ai_1 | 3 | 3
sky130_fd_sc_hd__or3_1 | 4 | 4
sky130_fd_sc_hd__clkinvlp_4 | 0 | 4
sky130_fd_sc_hd__clkinv_1 | 0 | 3
sky130_fd_sc_hd__o21ai_1 | 3 | 3
sky130_fd_sc_hd__nor4_1 | 4 | 4
sky130_fd_sc_hd__xnor2_1 | 13 | 13
sky130_fd_sc_hd__nand4_1 | 5 | 5
sky130_fd_sc_hd__ha_1 | 7 | 7
sky130_fd_sc_hd__clkbuf_16 | 0 | 17
sky130_fd_sc_hd__buf_4 | 2 | 23
[layout make-up]
| class | instances | area (sq um) |
|---|---|---|
| fillers | 1233 | 6630 |
| flip-flops and latches | 174 | 4926 |
| multi-input cells | 361 | 2953 |
| clock buffers | 18 | 429.2 |
| repair buffers | 46 | 402.9 |
| well taps | 216 | 270.3 |
| clock inverters | 14 | 141.4 |
| inverters | 4 | 15.01 |
| diodes | 1 | 2.502 |
[metal layers]
metal / GRT usage / routed length [um] / up-vias
met5: 0 / 0 / -
met4: 0.04360 / 327 / 0
met3: 0.1029 / 1648 / 21
met2: 0.3847 / 8398 / 174
met1: 0.3927 / 7164 / 2200
li1: - / - / 2161
[per-stage QoR]
step                      worst slack (ns)  cell area, sq um  total power, uW  cells  utilization
final                                1.108              9140             3843    834       0.5796
after global routing                0.8552              9138             3986    833       0.5794
after CTS                            1.129              9138             3874    833       0.5794
after detailed placement            0.7390              8567             2431    801       0.5432
after global placement              0.7130              8567             2430    801       0.5432
after floorplan                      1.681              8049             2268    570            -
[cell families (layout without fill, tap and decap cells)]
family          after synthesis  after routing  share of synthesized area
xor+xnor                     17             17                    0.01850
buf+inv                      35             82                    0.02129
compound gates               48             48                    0.03777
fa+ha+maj                     7              7                    0.01088
other cells                   0              1                          0
simple gates                239            239                     0.1749
flops                       174            174                     0.6118
mux                          50             50                     0.1248
Power and IR drop assume default switching activity.
