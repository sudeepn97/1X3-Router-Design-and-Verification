==> ./config.mk <==
export PLATFORM = sky130hd
export DESIGN_NAME = router_reg
export DESIGN_NICKNAME = router_reg
export VERILOG_FILES = /design/flow/design.v
export SDC_FILE = /design/flow/constraint.sdc
export NUM_CORES = 4
export LEC_CHECK = 1
export CORE_UTILIZATION = 30
==> ./constraint.sdc <==
current_design router_reg

set clk_period 2.4
set clk_io_pct 0.2

create_clock -name clk0 -period $clk_period [get_ports {clock}]

set non_clock_inputs [all_inputs -no_clocks]
set_input_delay [expr $clk_period * $clk_io_pct] -clock clk0 $non_clock_inputs
set_output_delay [expr $clk_period * $clk_io_pct] -clock clk0 [all_outputs]
==> ./design.v <==
module router_reg(clock, resetn, pkt_valid, data_in, fifo_full, detect_add, ld_state, laf_state, full_state, lfd_state, rst_int_reg, err, parity_done, low_packet_valid, dout);
	input clock, resetn, pkt_valid, fifo_full, detect_add, ld_state, laf_state, full_state, lfd_state, rst_int_reg;
	input [7:0]data_in;
	output reg err, parity_done, low_packet_valid; 
	output reg [7:0]dout;
	reg [7:0] hhb, ffb, ip, pp;
	always@(posedge clock)
  	begin
    		if(~resetn)
      		begin
        		dout <= 0;
        		hhb <= 0;
        		ffb <= 0;
      		end
     		else if ((detect_add) && (pkt_valid) && (data_in[1:0]!=2'b11))
        		hhb <= data_in;
     		else if(lfd_state)
	     		dout<=hhb;
     		else if(ld_state && !fifo_full)
	     		dout<=data_in;
     		else if(ld_state && fifo_full)
	     		ffb<=data_in;
     		else if(laf_state)
	     		dout<=ffb;
    	 end
	always@(posedge clock)
	begin
		if(~resetn)
			low_packet_valid <= 1'b0;
		else if (rst_int_reg)
			low_packet_valid <= 1'b0;
		else if (ld_state && !pkt_valid)
			low_packet_valid <= 1'b1;
		else 
			low_packet_valid <= low_packet_valid;
	end
	always@(posedge clock)
	begin
		if(~resetn)
			parity_done <= 1'b0;
		else if (detect_add)
			parity_done <= 1'b0;
		else if ((ld_state && !fifo_full && !pkt_valid) || (laf_state && low_packet_valid && !parity_done))
			parity_done <= 1'b1;
		else
			parity_done <= parity_done;
	end
	always@(posedge clock)
	begin
		if(~resetn)
			pp <= 8'd0;
		else if (detect_add)
			pp <= 8'd0;
		else if ((ld_state && !fifo_full && !pkt_valid) || (laf_state && low_packet_valid && !parity_done))
			pp <= data_in;
		else
			pp <= pp;
	end
	always@(posedge clock)
	begin
		if(~resetn)
			ip <= 8'd0;
		else if (detect_add)
			ip <= 8'd0;
		else if(lfd_state && pkt_valid)
			ip <= ip ^ hhb;
		else if(pkt_valid && ld_state && !full_state)
			ip <= ip ^ data_in;
		else 
			ip <= ip;
	end
	always@(posedge clock)
	begin
		if(~resetn)
			err <= 1'b0;
		else if(parity_done)
	  	begin
	    		if (ip==pp)
	    			err <= 0;
	    		else 
	    			err <= 1;
	 	end
      		else
	 		err <= 0;
	end
endmodule
==> ./run.sh <==
#!/bin/bash
# OpenROAD 26Q1-2900-gdf79404cd8, Yosys 0.63+post, stock flow scripts
make -C /OpenROAD-flow-scripts/flow DESIGN_CONFIG=/design/flow/config.mk WORK_HOME=/design/flow/orfs finish
==> run summary <==
DRC marker count from the first detailed-route iteration -> 80
Worst Path Max Fanout -> 8
1st-pass router iterations -> 20
Worst hold path depth -> 2
Maximum Capacitance Violations -> 0
Inst Count DP -> 316
Clock-pin slew on the worst setup and hold paths -> 90 ps
Worst flop-to-flop path startpoint -> parity_done
Core Area -> 0.00646 mm^2
Crit path max-delay family -> buffers and inverters
Critical path's slowest cell -> clkdlybuf4s50_1
Clk network pwr share -> 37.9%
Slew at the pin closest to its max-slew limit -> 708 ps
Hold path endpoint -> dout[1]
Worst slew margin -> 52.8%
Row count -> 29
CP Capture Type -> flop
EDFF count, synth -> 0
Remaining DRCs -> 0
Min-delay src -> dout[1]
Worst reg-to-reg path cell count -> 5
Worst path depth -> 5
Pwr per Cell Area -> 604 mW/mm^2
Vias in the first global route -> 1480
Antenna violations before repair -> 0
Die X-Extent -> 84.5 um
Slew Viols, Final -> 0
Fmax -> 553 MHz
Fin crit period -> 1810 ps
Sw Ratio -> 23.4%
WL per Instance -> 13.6 um
Worst path bufs/invs -> 1
Status -> finished, final reports clean
Chip Area -> 0.00713 mm^2
Yosys chip area -> 0.00204 mm^2
Comb pwr share -> 13.6%
Routability cong. -> 0.844
Setup TNS -> 0 ps
Max Root-Sink Buffers -> 2
Largest net degree at the start of global routing -> 35
Setup violators final -> 0
Slowest stage delay, CP -> 620 ps
Startpoint types -> input pin
Post-CTS Setup Bufs -> 0
Net Switching -> 0.000362 W
Final WL -> 4410 um
Log Warnings -> 25
Number of diodes -> 0
Synthesized area per cell -> 9.62 um^2
Final ANT Viol Nets -> 0
Yosys Instances -> 212
Vias -> 1576
IO Count -> 29
Num CTS Buffers -> 5
Total grt overflow -> 0
RSZ-0062 raised after global routing -> false
CTS root buf -> clkbuf_8
Async SR Flop Fraction -> 0%
Min-delay worst type -> reg2reg
Die Ht -> 84.5 um
Crit-path cells -> clkdlybuf4s50_1 -> or4bb_1 -> a21oi_1 -> xnor2_1 -> nor2_1
Setup CP Type -> in2reg
Arr. time, crit path -> 1970 ps
Layout cells sized above 1 -> 13.4%
Total GRT Usage -> 13.1%
#FFs+latches synth -> 43
Clock Skews -> 8.95 ps
First-pass GRT wire length -> 7290 um
Fp util -> 31.6%
Worst R2R End -> pp[6]
Top FF cell, synth -> dfxtp_1
Hold Violations, Final -> 0
CP Data Required Time -> 2560 ps
Period utilisation layout -> 75.4%
CTS H-tree lvls -> 2
Mapped Cells -> 212
Distinct lib cells -> 29
CTS tree -> yes
Non-filler instance count after layout -> 324
Peak supply drop -> 0.000338 V
Late-Pin Clk Latency -> 300 ps
Reg power frac -> 48.5%
Int Pwr -> 0.00119 W
Reg2Reg Setup Slack -> 1110 ps
PostCTS Resize Cnt -> 0
CTS Hold Bufs -> 0
Vias per cell -> 4.86
Static leakage -> 1.01 nW
Synthesis Warnings -> 1
Post-Synthesis Cell Area -> 0.00204 mm^2
Synth-to-Final Area Change -> 25.8%
Port bufs -> 28
Synth Seq Share -> 42.2%
CTS sink cnt -> 43
Post-DP HPWL -> 3120 um
metrics by stage:
step           hold WS (ps)  util [%]  total power [W]  worst slack (ps)  instance area, um^2
3_3_place_gp            455      37.9         0.000981               277                 2450
4_1_cts                 478      39.7          0.00156               583                 2570
3_5_place_dp            461      37.9         0.000980               274                 2450
6_report                472      39.7          0.00155               591                 2570
5_1_grt                 499      39.7          0.00162               508                 2570
2_1_floorplan           412         -         0.000882               772                 2040
worst max path at each step:
stage     startpoint     end  slack, ps
6_report  data_in[1]   ip[1]        590
5_1_grt   data_in[1]  ffb[5]        510
4_1_cts   data_in[1]  ffb[2]        580
registers in the layout (all words and copies together), names as in the netlist:
signal	count
dout	8
ffb	8
hhb	8
ip	8
pp	8
err	1
low_packet_valid	1
parity_done	1
layout by cell type (no fill, tap or decap), types with 2 or more instances in the layout:
| cell type | count |
|---|---|
| dfxtp_1 | 43 |
| clkdlybuf4s50_1 | 28 |
| mux2i_1 | 22 |
| nor2_1 | 18 |
| nor2b_1 | 15 |
| buf_4 | 12 |
| nand2_1 | 11 |
| a21oi_1 | 11 |
| nand2b_1 | 9 |
| nand3_1 | 9 |
| xnor2_1 | 8 |
| mux2_2 | 8 |
| o211ai_1 | 8 |
| o21ai_0 | 8 |
| xor2_1 | 8 |
| clkbuf_8 | 6 |
| nand4bb_1 | 4 |
| or4bb_1 | 4 |
| o221a_2 | 2 |
| nor4_1 | 2 |
routing by layer:
metal	GRT usage [%]	vias up	routed length, um
met4	1.69	0	65
met2	20.6	25	1950
met1	19.5	741	2200
met5	0	-	0
li1	-	805	-
met3	2.89	5	192
power groups by stage:
stage / logic (W) / registers [W] / clock network [W]
finish: 0.000210 / 0.000753 / 0.000588
CTS: 0.000212 / 0.000753 / 0.000599
global route: 0.000230 / 0.000756 / 0.000634
worst register-to-register path, delay by kind of cell (launching register included):
kind	cells	cell delay (ps)
buffers and inverters	2	320
flip-flops	1	390
AND-OR/OR-AND	1	180
multiplexers	1	210
AND/OR/NAND/NOR	1	60
cells by family (layout without fill, tap and decap cells):
logic type	count (synthesis)	in the layout	synth area share, %
AND-OR/OR-AND	32	32	11.2
flip-flops	43	43	42.2
XOR/XNOR	16	16	6.87
buffers and inverters	15	50	3.19
multiplexers	30	30	15.2
AND/OR/NAND/NOR	76	76	21.3
Yosys cell counts (2+ instances only):
library cell,n,share of area [%]
dfxtp_1,43,42
mux2i_1,22,11
nor2_1,18,3.3
nor2b_1,15,4.6
a21oi_1,11,2.7
nand2_1,11,2.0
nand2b_1,9,2.8
nand3_1,9,2.2
mux2_2,8,4.4
o211ai_1,8,2.9
o21ai_0,8,2.0
xnor2_1,8,3.4
xor2_1,8,3.4
buf_2,7,1.7
clkbuf_1,5,0.92
nand4bb_1,4,2.2
or4bb_1,4,2.2
nor4_1,2,0.61
o221a_2,2,1.1
cell type report:
| class | instances | area [um^2] |
|---|---|---|
| clock buffer | 6 | 82.6 |
| clock inverter | 2 | 35.0 |
| fill | 628 | 3890 |
| inverter | 2 | 7.51 |
| multi-input combinational | 154 | 1110 |
| sequential | 43 | 861 |
| tap | 77 | 96.3 |
| timing repair buffer | 40 | 370 |
Power and IR drop assume default switching activity.
