$ cat /design/flow/run.sh
#!/bin/bash
# OpenROAD 26Q1-2900-gdf79404cd8, Yosys 0.63+post, stock flow scripts
make -C /OpenROAD-flow-scripts/flow DESIGN_CONFIG=/design/flow/config.mk WORK_HOME=/design/flow/orfs finish
$ cat /design/flow/config.mk
export PLATFORM = sky130hd
export DESIGN_NAME = router_synchronizer
export DESIGN_NICKNAME = router_synchronizer
export VERILOG_FILES = /design/flow/design.v
export SDC_FILE = /design/flow/constraint.sdc
export NUM_CORES = 4
export LEC_CHECK = 1
export CORE_AREA = 10 10 85 85
export DIE_AREA = 0 0 95 95
$ cat /design/flow/constraint.sdc
current_design router_synchronizer

set clk_period 1.5
set clk_io_pct 0.2

create_clock -name clk0 -period $clk_period [get_ports {clock}]

set non_clock_inputs [all_inputs -no_clocks]
set_input_delay [expr $clk_period * $clk_io_pct] -clock clk0 $non_clock_inputs
set_output_delay [expr $clk_period * $clk_io_pct] -clock clk0 [all_outputs]
$ cat /design/flow/design.v
module router_synchronizer(clock, resetn, data_in, detect_add, full_0, full_1, full_2, empty_0, empty_1, empty_2, write_enb_reg, read_enb_0, read_enb_1, 
			read_enb_2, write_enb, fifo_full, vld_out_0, vld_out_1, vld_out_2, soft_reset_0, soft_reset_1, soft_reset_2);
	input clock, resetn, detect_add, full_0, full_1, full_2, empty_0, empty_1, empty_2, write_enb_reg, read_enb_0, read_enb_1, read_enb_2;
	input [1:0]data_in;
	output  vld_out_0, vld_out_1, vld_out_2;
	output reg fifo_full, soft_reset_0, soft_reset_1, soft_reset_2;
	output reg [2:0]write_enb;
	reg [1:0] int_addr_reg;
	reg [4:0] timer_0, timer_1, timer_2;
	always@(posedge clock)
	begin
		if(!resetn)
			int_addr_reg <= 2'b11;
		else if(detect_add)
			int_addr_reg <= data_in;
	end
	always@(*)
  	begin
    		case(int_addr_reg)
    			2'b00:begin
	  			fifo_full<=full_0;
	  			if(write_enb_reg)
	  				write_enb<=3'b001;
	  			else
	  				write_enb<=0;
	  			end
    			2'b01:begin
	  			fifo_full<=full_1;
	  			if(write_enb_reg)
	  				write_enb<=3'b010;
	  			else
	  				write_enb<=0;
	  			end
    			2'b10:begin
				fifo_full<=full_2;
				if(write_enb_reg)
	  				write_enb<=3'b100;
	  			else
	  				write_enb<=0;
	  			end
    			default:begin
	  			fifo_full<=0;
	  			write_enb<=0;
	  			end
    		endcase
  	end
	assign vld_out_0 = ~empty_0;
	assign vld_out_1 = ~empty_1;
	assign vld_out_2 = ~empty_2;
	always@(posedge clock)
	begin
		if(!resetn)
		begin
			soft_reset_0 <= 1'b0;
			timer_0 <= 5'b0;
		end
		else if(vld_out_0)
		begin
			if(read_enb_0 == 1'b0)
			begin
				if(timer_0 == 29)
          			begin
               				soft_reset_0 <= 1'b1;
               				timer_0 <= 5'b0;
          			end
          			else
          			begin
               				soft_reset_0 <= 1'b0;
               				timer_0 <= timer_0+1;
          			end
      			end
			else
				timer_0 <= 0;
		end
	end
	always@(posedge clock)
	begin
		if(!resetn)
		begin
			soft_reset_1 <= 1'b0;
			timer_1 <= 5'b0;
		end
		else if(vld_out_1)
		begin
			if(read_enb_1 == 1'b0)
			begin
				if(timer_1 == 29)
          			begin
               				soft_reset_1 <= 1'b1;
               				timer_1 <= 5'b0;
          			end
          			else
          			begin
               				soft_reset_1 <= 1'b0;
               				timer_1 <= timer_1+1;
          			end
      			end
			else
				timer_1 <= 0;
		end
	end	
	always@(posedge clock)
	begin
		if(!resetn)
		begin
			soft_reset_2 <= 1'b0;
			timer_2 <= 5'b0;
		end
		else if(vld_out_2)
		begin
			if(read_enb_2 == 1'b0)
			begin
				if(timer_2 == 29)
				begin
					soft_reset_2 <= 1'b1;
					timer_2 <= 5'b0;
				end
				else
				begin
					soft_reset_2 <= 1'b0;
					timer_2 <= timer_2+1;
				end
			end
			else
				timer_2 <= 0;
		end
	end
endmodule
==> run notes <==
The setup TNS after final layout was 0 ps. The run gives 3 for the number of CTS-inserted buffers. With the relative area change from synthesis to final layout at 50.3%, the vertical die dimension is 95 um.

The flip-flop and latch count after synthesis is 20. The tools report the power share of the combinational group as 0.124. Hold is met by 521 ps. With the number of antenna violations at the first check in global routing at 0, the share of power burned in the clock network is 0.429. In this run the deepest clock path goes through 2 buffers. In this build the clock could be raised as far as 694 MHz.

The floorplan-stage core utilization is 0.184. The category of the critical setup timing path was reg2out. In this run the worst setup path terminates at write_enb[1]. The analysis reports a worst IR drop on VDD of 0.482 mV. Among the non-sequential cells, simple AND/OR/NAND/NOR gates take the most area.

The worst path arrival time is 1140 ps. The tools report the total global-route track usage as 0.0534. Max-slew check failures listed in the final report amount to 0.

The tools report the CTS root buffer as sky130_fd_sc_hd__clkbuf_8. The run gives 1010 um2 as the chip area estimate from yosys synthesis. The proportion of netlist area held by the largest area contributor is 0.397. The post-synthesis share of cell area spent on full adders, half adders and majority gates was 0.0743; the length in cells of the worst reg-to-reg path was 4.

The post-synthesis simple-gate area fraction came out at 0.294. The worst setup path is captured at a primary output. For this block, the via count after detailed routing is 1005. With the power share of the sequential group at 0.447, the proportion of register bits with asynchronous set or reset after synthesis is 0.

The OpenROAD report gives the critical path a required time of 1200 ps. Synthesis instantiated 27 different standard cells from the library. The area of the core region is 5470 um2. TritonCTS built the clock tree.

The routed wirelength normalized by instance count works out to 10.7 um. The utilization after layout was 0.277. The mux share of post-synthesis cell area came out at 0.0297.

CTS saw 20 sinks. After layout, the design draws a total of 1.25 mW. The final weighted congestion recorded by global placement is 0.850. The remaining max-slew budget at the tightest pin is 0.832, and the final number of setup-violating endpoints is 0. In this run, the number of DRC markers left after iteration 0 of detailed routing was 35. For the number of nets with antenna violations after detailed routing, the log shows 0. The share of total power consumed by net switching was 0.205; the post-route minimum period was 1440 ps. The tools report the start of the worst register-to-register path as timer_1[0]. At the pin with the least slew margin, the transition time is 248 ps.

The wire length of the first global-routing pass came out at 4.02 mm. The floorplan has 27 rows. The registers reported with the highest flop counts are timer_0 (5), timer_1 (5), timer_2 (5). The via count of the first global-routing pass was 895; the count of tool warnings was 29.

The cell area that synthesis handed to floorplanning was 1010 um2. The dominant register cell in the synthesized netlist is sky130_fd_sc_hd__dfxtp_1. Once layout is done, the placed cells without fillers occupy 1520 um2.

The pin count of the biggest net entering global routing was 15. The power per unit of standard cell area was 825 nW/um2; the worst hold path cell count was 2. The final wirelength is 2.45 mm, and the count of flip-flops with a built-in enable after synthesis is 0. The clock input transition at the sequential cells of the worst setup and hold paths was 80 ps; the number of I/O port buffers was 24. The final tally of hold violations was 0; the die area was 9030 um2. Internal power comes to 0.995 mW. The run gives 0.960 for the final cycle utilization of the critical path. The tightest min-delay check is of the reg2reg type. Yosys attributes the largest share of cell area to sky130_fd_sc_hd__dfxtp_1 (40%), sky130_fd_sc_hd__ha_1 (7.4%), sky130_fd_sc_hd__nand3_1 (6.9%). Kind of start point of the critical path: a register. The post-synthesis share of cell area spent on and-or and or-and gates works out to 0.156. The run gives 0.397 as the sequential cell area fraction in the yosys report. The fraction of layout instances using a drive strength above 1 works out to 0.172. Dividing the detail-routed via count by the number of cells gives 4.39.

The run gives 0 for the aggregate global routing overflow. After layout, the setup clock skew is reported as 5.93 ps. A synthesized cell averages 8.63 um2. The critical register-to-register path endpoint was timer_1[4]. The number of warnings printed during yosys synthesis is 1. At the later pin of the worst-skew pair, clock insertion delay measures 260 ps. The synthesized instance count was 117; the cell count listed in synth_stat.txt was 117. The share of the synthesized netlist area taken by xor and xnor gates was 0; the setup slack on the worst flop-to-flop path was 160 ps. The source of the critical timing path is int_addr_reg[1].

Before antenna repair, the detailed router went through 4 iterations. The level count of the clock H-tree is 1. The floorplan report gives the top-level pin count as 25. The report counts max-capacitance violations totalling 0.

The run finished with clean final reports. The maximum net fanout on the critical path was 5; the standby leakage power was 0.583 nW. The analysis attributes to net switching a power of 0.257 mW.

The run gives 0 as the number of remaining DRC errors. Cell type with the highest aggregate area in the netlist: sky130_fd_sc_hd__dfxtp_1. The placement-stage cell area is 1410 um2, and the number of diodes is 0. The report puts the hold buffer count at CTS at 0.

The width of the chip was 95 um. Summed over all nets, the half-perimeter wirelength after detailed placement is 1.79 mm.
[cell families after synthesis]
family	Yosys count
adder cells (fa/ha/maj)	6
multiplexers	3
AND/OR/NAND/NOR	52
buffers and inverters	11
flip-flops	20
AND-OR/OR-AND	25
[worst min path at each step]
| stage | from | endpoint |
|---|---|---|
| after CTS | timer_1[4] | timer_1[4] |
| after global routing | timer_1[4] | timer_1[4] |
| final | timer_1[4] | timer_1[4] |
[timing repair]
item	4_1_cts	5_1_grt
endpoints found under the setup margin	7	2
setup buffers	2	1
gates resized	14	4
pin swaps	1	1
[cell usage after synthesis (3+ instances only)]
master / number
sky130_fd_sc_hd__a31oi_1: 5
sky130_fd_sc_hd__mux2i_1: 3
sky130_fd_sc_hd__dfxtp_1: 20
sky130_fd_sc_hd__nand2_1: 11
sky130_fd_sc_hd__inv_1: 7
sky130_fd_sc_hd__nand3_1: 14
sky130_fd_sc_hd__a21oi_1: 8
sky130_fd_sc_hd__nor2_1: 4
sky130_fd_sc_hd__o31ai_1: 6
sky130_fd_sc_hd__ha_1: 6
sky130_fd_sc_hd__nand4_1: 8
sky130_fd_sc_hd__o21ai_0: 4
sky130_fd_sc_hd__or4_1: 4
[metrics by stage]
| stage | std cells | worst slack (ps) |
|---|---|---|
| 3_3_place_gp | 222 | -254 |
| 3_5_place_dp | 222 | -249 |
| 6_report | 229 | 59.7 |
| 2_1_floorplan | 117 | 263 |
| 4_1_cts | 228 | -68.8 |
| 5_1_grt | 229 | -6.78 |
[layout make-up]
type                    count  area, um2
clock buffers               3       41.3
clock inverters             1       30.0
fillers                   570       3960
inverters                   7       26.3
multi-input cells          86        568
flip-flops and latches     20        408
well taps                  72       90.1
repair buffers             40        354
[metal layers]
metal / routed length [um] / vias up / global-route usage
li1: - / 520 / -
met1: 1200 / 460 / 0.0730
met2: 1020 / 23 / 0.0795
met3: 201 / 2 / 0.0224
met4: 16 / 0 / 0.00623
met5: 0 / - / 0
[power groups by stage]
stage                 Clock, mW  Combinational (mW)  Sequential [mW]
after CTS                 0.559               0.154            0.561
after global routing      0.581               0.173            0.562
final                     0.537               0.156            0.559
[worst max-delay path, stage by stage (launching register included)]
cell                            delay [ps]
sky130_fd_sc_hd__dfxtp_4               360
sky130_fd_sc_hd__buf_4                 130
sky130_fd_sc_hd__and3b_1               190
sky130_fd_sc_hd__dlygate4sd2_1         190
[layout by cell type, fill, tap and decap left out, types with 2 or more instances in the layout]
master | netlist | layout
sky130_fd_sc_hd__clkdlybuf4s50_1 | 0 | 16
sky130_fd_sc_hd__a21oi_1 | 8 | 8
sky130_fd_sc_hd__nor4b_1 | 2 | 2
sky130_fd_sc_hd__mux2i_1 | 3 | 2
sky130_fd_sc_hd__ha_1 | 6 | 6
sky130_fd_sc_hd__buf_4 | 0 | 15
sky130_fd_sc_hd__dfxtp_1 | 20 | 18
sky130_fd_sc_hd__nand2_1 | 11 | 11
sky130_fd_sc_hd__nand4b_1 | 2 | 2
sky130_fd_sc_hd__dfxtp_4 | 0 | 2
sky130_fd_sc_hd__clkbuf_8 | 0 | 3
sky130_fd_sc_hd__nand3_1 | 14 | 14
sky130_fd_sc_hd__inv_1 | 7 | 7
sky130_fd_sc_hd__or4_1 | 4 | 4
sky130_fd_sc_hd__dlygate4sd2_1 | 0 | 6
sky130_fd_sc_hd__a31oi_1 | 5 | 5
sky130_fd_sc_hd__o21ai_0 | 4 | 3
sky130_fd_sc_hd__nor2_1 | 4 | 4
sky130_fd_sc_hd__nand4_1 | 8 | 8
sky130_fd_sc_hd__nand3b_1 | 2 | 2
sky130_fd_sc_hd__o31ai_1 | 6 | 6
Power and IR drop assume default switching activity.
